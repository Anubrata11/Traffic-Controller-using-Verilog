### flow/design.v
`timescale 1ns / 1ps
module traffic_controller(
    input clk,rst,
    input in_ped_ns, in_ped_ew,
    output reg[2:0] signal_ns,signal_ew,
    output reg out_ped_ns,out_ped_ew
    );
    reg[2:0]current_state;
    parameter [2:0]s0=3'b000;  
    parameter [2:0]s1=3'b001;  
    parameter [2:0]s2=3'b010;  
    parameter [2:0]s3=3'b011;  
    parameter [2:0]s4=3'b100;  
    parameter [2:0]s5=3'b101;  
    parameter[2:0]sig0=3'b100;  
    parameter[2:0]sig1=3'b010;  
    parameter[2:0]sig2=3'b001;  
    reg[2:0]count=3'b000;  
    always@(posedge clk) begin
    if(rst) begin
        signal_ns=sig0;
        signal_ew=sig0;
        current_state=s0;
        out_ped_ns=0;
        out_ped_ew=0;
    end
    else begin
        case(current_state)
        s0:begin
           count<=count+1;
           signal_ns<=sig0;
           signal_ew<=sig0;
           if(in_ped_ns) 
             out_ped_ns=1;
           if(in_ped_ew)
             out_ped_ew=1;
           if(count<=3'd1) begin
                current_state<=s1;
                count<=3'd0;
           end
           else 
                current_state<=s0;   
           end
        s1:begin
           count<=count+1;
           signal_ns<=sig1;
           signal_ew<=sig0;
           if(in_ped_ns)
                out_ped_ns=1;
           else if(in_ped_ew)
                out_ped_ew=0;
           if(count<=3'd1) begin
                     current_state<=s2;
                     count<=3'd0;
           end
           else 
                     current_state<=s1;   
           end
        s2:begin
           count<=count+1;
           signal_ns<=sig2;
           signal_ew<=sig0;
           if(in_ped_ns)
                out_ped_ns=1;
           if(in_ped_ew)
                out_ped_ew=0;
           if(count==3'd4)begin
                current_state<=s3;
                count<=3'd0;
           end
           else
                current_state<=s2;
           end
        s3:begin
           count<=count+1;
           signal_ns<=sig1;
           signal_ew<=sig1;
           if(in_ped_ns)
                out_ped_ns<=0;
           if(in_ped_ew)
                out_ped_ew<=0;
           if(count<=3'd1) begin
                     current_state<=s4;
                     count<=3'd0;
                end
                else 
                     current_state<=s3;   
           end
        s4:begin
           count<=count+1;
           signal_ns<=sig0;
           signal_ew<=sig2;
           if(in_ped_ns)
                out_ped_ns=0;
           if(in_ped_ew)
                out_ped_ew=1;
           if(count==3'd4) begin
                current_state<=s5;
                count<=3'd0;
           end
           else
                current_state<=s4;
           end
        s5:begin
           count<=count+1;
           signal_ns<=sig0;
           signal_ew<=sig1;
           if(in_ped_ns)
                out_ped_ns<=0;
           if(in_ped_ew)
                out_ped_ew<=1;
           if(count<=3'd1) begin
                     current_state<=s0;
                     count<=3'd0;
                end
                else 
                     current_state<=s5;   
           end
         endcase
       end
    end
endmodule
### flow/run.sh
#!/bin/bash
# OpenROAD 26Q1-2900-gdf79404cd8, Yosys 0.63+post, stock flow scripts
make -C /OpenROAD-flow-scripts/flow DESIGN_CONFIG=/design/flow/config.mk WORK_HOME=/design/flow/orfs finish
### flow/config.mk
export PLATFORM = sky130hd
export DESIGN_NAME = traffic_controller
export DESIGN_NICKNAME = traffic_controller
export VERILOG_FILES = /design/flow/design.v
export SDC_FILE = /design/flow/constraint.sdc
export NUM_CORES = 4
export LEC_CHECK = 1
export CORE_AREA = 10 10 81 81
export DIE_AREA = 0 0 91 91
### flow/constraint.sdc
current_design traffic_controller

set clk_period 1.9
set clk_io_pct 0.2

create_clock -name clk0 -period $clk_period [get_ports {clk}]

set non_clock_inputs [all_inputs -no_clocks]
set_input_delay [expr $clk_period * $clk_io_pct] -clock clk0 $non_clock_inputs
set_output_delay [expr $clk_period * $clk_io_pct] -clock clk0 [all_outputs]
==> impl_metrics.yaml <==
# physical design summary
synth:
  topCellsByArea: "dfxtp_1 37%, edfxtp_1 12%, nor2_1 7.0%, ha_1 3.3%, nand2_1 3.0%"
  ys_types: 33
  ys_warn_count: 1
  yosys-stat-cells: 77
  ys_area_sq_um: 748
  yosys.area.top_type: "dfxtp_1"
  ys_seq_share_pct: 49.5
  synth.top_cell.area_share_pct: 37.5
  syn-cell-area_sq_um: 748
  avgSynthCellArea_sq_um: 9.72
  async_flop_share_pct: 0
  edf_count: 3
  synthCells: 77
  ys_ff: 17
  ys.flop_type: "dfxtp_1"
placement:
  port-buffer-count: 11
  gp_congestion: 0.829
  dpl.hpwl_microns: 1200
critical_path:
  rrSetupSlack_ps: 430
  crit_required_ps: 1830
  r2r_cells: 3
  reg2reg_to: "count[1]"
  path_max_fanout: 9
  worst-setup-path-type: "flip-flop to flip-flop"
  r2r-start: "current_state[3]"
  crit_arrival_ps: 1400
  start_kind: "flip-flop"
  crit_path_end_kind: "flip-flop"
cts:
  cts_hold_buf: 0
  clk_latency_ps: 250
  tritoncts: "yes"
  clkSlewWorstSetupHoldPaths_ps: 70
  numCtsBuffers: 3
  h-tree-depth: 1
  cts_setup_buffers: 0
  cts_resized: 0
  cts_max_path_buffers: 2
  cts.sinks: 17
  clock-root-buffer: "clkbuf_8"
floorplan:
  boundaryPins: 12
  die-area_sq_um: 8280
  die_x_microns: 91
  fp_util_pct: 15.5
  core_sq_um: 4820
  placement_rows: 25
  die_h_microns: 91
cells_and_area:
  areaGrowthSynthToFinish_pct: 29.9
  drive_above_1_share_pct: 10.1
  fin_util_pct: 20.2
  final_cell_mix: "14 x nor2_1, 14 x dfxtp_1, 11 x clkdlybuf4s50_1"
global_route:
  grt_max_degree: 15
  grt_util_all_layers_pct: 3.77
  grt_remaining_overflow: 0
  grt_pass1_wl_microns: 2640
  use_met2_pct: 5.37
  top_usage_layer: "met2"
  use_met1_pct: 4.83
  antenna_found_initial: 0
  first_global_vias: 567
  grtUsageMet3_pct: 2.24
final_timing:
  post-route-min-period_ps: 1470
  period_used_pct: 77.4
  fmax_ghz: 0.680
  finalHoldViolations: 0
  worst_slew_pin_slew_ps: 352
  setup_viol: 0
  relSlewSlack_pct: 76.4
  rsz0062_at_grt: "false"
  final.setup.tns_ps: 0
  drv_slew: 0
  clock_skew_ps: 0.860
pwr:
  intPower_uw: 759
  ir_drop_v: 0.000240
  p_sw_share_pct: 32.3
  power_frac_clock_pct: 24.2
  switching_power_uw: 362
  seq_power_share_pct: 47.6
  power_density_nw_per_um2: 1150
  p_leak_nw: 0.370
  power_frac_comb_pct: 28.2
drt:
  vias: 604
  num_antenna_cells: 0
  drt-total-wl_microns: 1640
  ant_nets: 0
  drt_iter0_markers: 38
  remaining_drc_errors: 0
  vias_per_cell: 3.87
  wl_per_cell_microns: 10.5
  drt-pass1-iter-count: 5
run:
  tool_warnings: 26
  maxCapViolCount: 0
worst_hold_path:
  hold_path_end: "signal_ns[2]"
  holdPathStages: 1
  hold_class: "flip-flop to flip-flop"
  worstHoldStart: "signal_ns[2]"
status:
  status: "finished, final reports clean"
[worst max path at each step]
| stage | from | endpoint | slack [ps] | cells past startpoint |
|---|---|---|---|---|
| finish | current_state[3] | count[1] | 430 | 3 |
| global route | signal_ew[1] | signal_ew[1] | 370 | 1 |
| CTS | signal_ew[1] | signal_ew[1] | 420 | 1 |
[cell usage after synthesis, types with 2 or more instances]
cell	n
a32oi_1	2
or3_1	3
inv_1	2
o211a_1	2
nor2_1	14
ha_1	2
a22oi_1	2
dfxtp_1	14
clkbuf_1	2
edfxtp_1	3
a21oi_1	3
o21ai_0	2
nand2_1	6
[cell type report]
class	count	area, sq um
well taps	67	83.8
fillers	540	3840
repair buffers	12	118
inverters	2	7.51
flip-flops and latches	17	370
clock inverters	1	5.00
multi-input cells	54	347
clock buffers	3	41.3
[power by group through the flow]
stage                 combinational [mW]  sequential, mW  clock (mW)
after CTS                          0.317           0.532       0.278
after global routing               0.357           0.545       0.293
final                              0.316           0.533       0.271
[registers in the layout, summed over array words and instances, names as in the netlist]
signal	count
current_state	6
out_ped_ew	1
signal_ew	3
signal_ns	3
count	3
out_ped_ns	1
[logic make-up (layout without fill, tap and decap cells)]
family	after synthesis	after routing	synth area share (%)
DFF	17	17	49.5
AOI/OAI and AO/OA	20	20	20.4
and+or+nand+nor	31	31	21.2
muxes	1	1	1.34
buffers and inverters	6	18	4.18
adders and majority gates	2	2	3.34
[metrics by stage]
stage,instance area (sq um),hold WS (ps),power [mW],cells,setup WS [ps]
global route,972,515,1.20,156,367
finish,972,476,1.12,156,429
global placement,926,470,0.858,152,433
CTS,972,490,1.13,156,422
detailed placement,926,463,0.854,152,451
floorplan,748,412,0.776,77,545
[worst max-delay path, cell delays in order, from the launching register on]
cell,delay (ps)
dfxtp_1,530
nor2_1,160
and3_1,220
nor2_1,240
[routing by layer]
| layer | vias to the layer above | part of all wire, % |
|---|---|---|
| met3 | 2 | 7.9 |
| met2 | 10 | 37 |
| met1 | 284 | 53 |
| li1 | 308 | - |
| met5 | - | 0 |
| met4 | 0 | 1.8 |
No activity file was given, so power comes from the tool's default toggle rates.
